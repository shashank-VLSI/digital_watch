## ./design.v

```verilog
`timescale 1ns / 1ps
module button_control(clk, rst, button, valid_response);
input clk,rst,button;
output reg valid_response;
reg [31:0] counter;
always@(posedge clk)
begin
if(rst)
    counter<=0;
else begin 
    if(button & counter<100000001)
    counter<=counter+1;
    else if(!button)
    counter<=0;
end
end 
always@(posedge clk)
begin 
    if(rst)
    valid_response<=1'b0;
    else 
    begin
    if(counter==100000000)
        valid_response<=1'b1;
    else 
    valid_response<= 1'b0;
    end
end
endmodule
`timescale 1ns / 1ps
module hr(
    input clk,
    input rst,
    input [5:0] min,
    input mode,
    input change_hour,
    input valid_response,
    output reg [5:0] hour
);
reg [5:0] min_prev;
always @(posedge clk)
begin
    min_prev <= min;    
    if (rst) begin
        hour <= 0;
    end
    else if (mode && change_hour && valid_response) begin
        if (hour == 23)
            hour <= 0;
        else
            hour <= hour + 1;
    end
    else if (min_prev == 59 && min == 0) begin
        if (hour == 23)
            hour <= 0;
        else
            hour <= hour + 1;
    end
end
endmodule
`timescale 1ns / 1ps
module minute(
    input clk,
    input rst,
    input [5:0] second,
    input mode,
    input change_minute,
    input valid_response,
    output reg [5:0] minute
);
reg [5:0] second_prev;
always @(posedge clk)
begin
    second_prev <= second;    
    if (rst) begin
        minute <= 0;
    end
    else if (mode && change_minute && valid_response) begin
        if (minute == 59)
            minute <= 0;
        else
            minute <= minute + 1;
    end
    else if (second_prev == 59 && second == 0) begin
        if (minute == 59)
            minute <= 0;
        else
            minute <= minute + 1;
    end
end
endmodule
`timescale 1ns / 1ps
module mode(
    input mode,
    input [1:0] in,
    input [5:0] sec, min, hr,
    output reg change_second,
    output reg change_minute,
    output reg change_hour,
    output reg [5:0] out
);
always @(*) 
begin
    change_second = 0;
    change_minute = 0;
    change_hour   = 0;
    case(in)
        2'b00: out = sec;
        2'b01: out = min;
        2'b10: out = hr;
        default: out = sec;
    endcase
    if (mode) begin
        case(in)
            2'b00: change_second = 1;
            2'b01: change_minute = 1;
            2'b10: change_hour   = 1;
        endcase
    end
end
endmodule
`timescale 1ns / 1ps
module sec(
    input clk,
    input rst,
    input mode,
    input change_second,
    input valid_response,
    output reg [5:0] second
);
reg [31:0] counter;
always @(posedge clk)
begin
    if (rst) begin
        second  <= 0;
        counter <= 0;
    end
    else if (mode) begin
        if (change_second && valid_response) begin
            counter <= 0;
            if (second == 59)
                second <= 0;
            else
                second <= second + 1;
        end
    end
    else begin
        if (counter == 100000000 - 1) begin
            counter <= 0;
            if (second == 59)
                second <= 0;
            else
                second <= second + 1;
        end
        else begin
            counter <= counter + 1;
        end
    end
end
endmodule
`timescale 1ns / 1ps
module stop_watch(clk,rst,mode,out,button,in);
input clk,rst,mode,button;
input [1:0] in;
output [5:0] out;
wire [5:0] sec,min,hr;
wire valid_response;
wire change_second,change_minute,change_hour;
sec A(
 clk,
 rst,
 mode,
 change_second,
 valid_response,
 sec
);
minute B(
 clk,
 rst,
 sec,
 mode,
 change_minute,
 valid_response,
 min
);
hr C(
 clk,
 rst,
 min,
 mode,
 change_hour,
 valid_response,
 hr
);
button_control D(clk, rst, button, valid_response);
mode E(
 mode,
 in,
 sec, min, hr,
 change_second,
 change_minute,
 change_hour,
 out
);
endmodule
```

## ./run.sh

```bash
#!/bin/bash
# OpenROAD 26Q1-2900-gdf79404cd8, Yosys 0.63+post, stock flow scripts
make -C /OpenROAD-flow-scripts/flow DESIGN_CONFIG=/design/flow/config.mk WORK_HOME=/design/flow/orfs finish
```

## ./config.mk

```make
export PLATFORM = sky130hd
export DESIGN_NAME = stop_watch
export DESIGN_NICKNAME = stop_watch
export VERILOG_FILES = /design/flow/design.v
export SDC_FILE = /design/flow/constraint.sdc
export NUM_CORES = 4
export LEC_CHECK = 1
export CORE_UTILIZATION = 40
```

## ./constraint.sdc

```tcl
current_design stop_watch

set clk_period 3.9
set clk_io_pct 0.2

create_clock -name clk0 -period $clk_period [get_ports {clk}]

set non_clock_inputs [all_inputs -no_clocks]
set_input_delay [expr $clk_period * $clk_io_pct] -clock clk0 $non_clock_inputs
set_output_delay [expr $clk_period * $clk_io_pct] -clock clk0 [all_outputs]
```

==> impl_metrics.ini <==
; yosys + openroad results
[final_timing]
tns_ns = 0
finClkSkew_ns = 0.0116
max_slew.worst_pin.slew_ns = 0.935
hold_viol = 0
rsz0062_at_grt = false
setup_violations = 0
slew_headroom_pct = 37.4
layout_min_cycle_time_ns = 3.29
finalMaxSlewViolations = 0
final.period_utilization_pct = 84.3
layout_setup_ws_ns = 0.610
timing.fmax_mhz = 304

[clock_network]
clock_tree_from_tritoncts = done
ctsLongestPathBuffers = 2
ctsHoldBuffers = 0
cts.clk_slew.worst_paths_ns = 0.07
clock_sink_count = 95
cts.repair.resized = 0
cts_made_buffers = 9
root_buffer = sky130_fd_sc_hd__clkbuf_16
post_cts_buffers = 0
clk_lat_worst_skew_ns = 0.35
cts-htree-levels = 3

[drt]
routed_wire_length_per_instance_microns = 15.0
drt-total-wl_mm = 11.1
num_antenna_cells = 0
drt-vias-per-instance = 5.92
dr_total_vias = 4400
drcViolationCount = 0
drt-initial-drc-count = 343
drt_first_pass_iters = 5
drt.antenna.violating_nets = 0

[global_routing]
overall_track_demand_over_capacity_in_global_routing_pct = 18.5
antenna_found_initial = 0
grt_start_max_net_pins = 33
grt_pass1_wl_mm = 19.1
vias_in_the_first_global_route = 3890
globalRoute.totalOverflow = 0

[yosys]
synth.most_common_cell = sky130_fd_sc_hd__dfxtp_1
synth_largest_type_area_fraction_pct = 38.4
yosys.stat.seqShare_pct = 38.4
post_synthesis_async_set_or_reset_flop_share_pct = 0
synthesis.area_per_instance_sq_um = 8.43
synth.cell_area_sq_um = 4950
top_cells_by_area = sky130_fd_sc_hd__dfxtp_1 38%, sky130_fd_sc_hd__a21oi_1 4.9%, sky130_fd_sc_hd__nand3_1 4.9%
yosys-stat-cells = 587
post_synth_inst_count = 587
edf_count = 0
ys_warn_count = 5
netlist-cell-type-count = 65
top_area_cell = sky130_fd_sc_hd__dfxtp_1
ff_type = sky130_fd_sc_hd__dfxtp_1
ys.flops = 95
netlist_top_cells_count = 95 x sky130_fd_sc_hd__dfxtp_1, 48 x sky130_fd_sc_hd__a21oi_1, 48 x sky130_fd_sc_hd__nand3_1
yosys.stat.chipArea_sq_um = 4950

[setup_path]
cp_data_arrival_time_ns = 2.51
worstPathBufferInverterCount = 3
critical_path.startpoint = in[1]
path_cells = clkdlybuf4s50_1 > inv_1 > ha_1 > nor2_1 > a21oi_1 > clkdlybuf4s50_1
worstSetupStartpointType = input port
slowest_delay_ns = 0.49
critPathMaxFanout = 12
cpLargestDelayFamily = buffers and inverters
reg2reg_from = D.counter[0]
reg2reg_slack_ns = 1.34
cpMostUsedCell = sky130_fd_sc_hd__clkdlybuf4s50_1
setup.worst_path.end_class = output port
path_class = input port to output port
cpMaxStageDelayCell = sky130_fd_sc_hd__clkdlybuf4s50_1
cp.required_ns = 3.12

[die]
dieHeight_microns = 113
die_area_sq_um = 12800
fp-row-count = 40
core_sq_um = 12000
io-pin-count = 12
die.size.x_microns = 113
core_util_floorplan_pct = 41.2

[worst_hold_path]
worstHoldStart = A.second[5]
worstHoldPathType = flop to flop

[cells_and_area]
area_delta_synth_final_pct = 11.2
final_util_pct = 45.8
layout-drive-gt1-share_pct = 7.21
stdcell_area_sq_um = 5500

[placed_design]
gp_routability_congestion = 0.882
portBuffers = 11
preCtsSetupSlack_ns = 0.616
detailedPlacementHpwl_mm = 7.59
placement.cell_area_sq_um = 5190

[job]
count_of_warning_messages_emitted_by_the_tools = 30
number_of_maximum_capacitance_constraint_violations = 0

[power]
intPower_w = 0.00147
p_sw_w = 0.000493
power.density_nw_per_um2 = 357
totalPowerFinal_w = 0.00197
p_sw_share_pct = 25.1
pwr-share-seq_pct = 49.8
worst_ir_drop_on_vdd_mv = 0.181
leakage_nw = 1.87
power.share.clock_pct = 45.3
power_share_of_the_combinational_group_pct = 4.9

[run_status]
run_status = complete, no violations
[final timing paths]
kind,to,cells past startpoint
min reg2reg,B.second_prev[5],0
min,B.second_prev[5],0
max reg2reg,D.counter[3],8
max,out[4],6
[stage by stage]
stage | std cells | hold WS, ns
finish | 743 | 0.425
global route | 743 | 0.433
CTS | 743 | 0.425
detailed placement | 727 | 0.414
global placement | 727 | 0.418
floorplan | 587 | 0.368
[cells by family after synthesis]
group                    count (synthesis)  synth area share, %
adder cells (fa/ha/maj)                 11                 2.78
XOR/XNOR                                11                 1.95
multiplexers                            10                 2.02
buffers and inverters                   49                 4.22
AND/OR/NAND/NOR                        271                 31.4
flip-flops                              95                 38.4
AND-OR/OR-AND                          140                 19.2
[power groups by stage]
stage,sequential (W),clock [W],combinational (W)
after CTS,0.000980,0.000919,0.0000966
after global routing,0.000981,0.000957,0.000108
final,0.000980,0.000890,0.0000957
[routing by layer]
metal  routed length, microns  share of wire (%)  vias to the layer above  track usage (%)
met2                     4700                 42                       72             26.7
li1                         -                  -                     2263                -
met5                        0                  0                        -                0
met4                      229                2.1                        0             4.21
met1                     5770                 52                     2049             29.9
met3                      410                3.7                       16             2.57
[cells in the final DEF (no fill, tap or decap), types with 16 or more instances in the layout]
master / n
sky130_fd_sc_hd__nand2_1: 44
sky130_fd_sc_hd__inv_1: 19
sky130_fd_sc_hd__or4_1: 21
sky130_fd_sc_hd__nand4_1: 26
sky130_fd_sc_hd__and3_1: 16
sky130_fd_sc_hd__o21ai_0: 17
sky130_fd_sc_hd__nand3_1: 48
sky130_fd_sc_hd__nor2_1: 30
sky130_fd_sc_hd__a21oi_1: 48
sky130_fd_sc_hd__o31ai_1: 17
sky130_fd_sc_hd__dfxtp_1: 95
[registers in the layout, indices dropped and copies added, names as in the netlist]
name              flops
C.hour                6
C.min_prev            6
B.second_prev         6
A.counter            32
D.valid_response      1
B.minute              6
A.second              6
D.counter            32
[final cells by class]
class	count	area [sq um]
Tap cell	147	184
Fill cell	1131	6510
Timing Repair Buffer	22	193
Inverter	20	75.1
Sequential cell	95	1900
Clock buffer	9	225
Multi-Input combinational cell	443	2840
Clock inverter	7	81.3
No activity file was given, so power comes from the tool's default toggle rates.
